File: run.sh
#!/bin/bash
# OpenROAD 26Q1-2900-gdf79404cd8, Yosys 0.63+post, stock flow scripts
make -C /OpenROAD-flow-scripts/flow DESIGN_CONFIG=/design/flow/config.mk WORK_HOME=/design/flow/orfs finish
File: config.mk
export PLATFORM = sky130hd
export DESIGN_NAME = FPGA_model
export DESIGN_NICKNAME = FPGA_model
export VERILOG_FILES = /design/flow/design.v
export SDC_FILE = /design/flow/constraint.sdc
export NUM_CORES = 4
export LEC_CHECK = 1
export CORE_AREA = 10 10 70 70
export DIE_AREA = 0 0 80 80
File: constraint.sdc
current_design FPGA_model

set clk_period 1.6
set clk_io_pct 0.2

create_clock -name clk0 -period $clk_period [get_ports {i_mainclk}]

set non_clock_inputs [all_inputs -no_clocks]
set_input_delay [expr $clk_period * $clk_io_pct] -clock clk0 $non_clock_inputs
set_output_delay [expr $clk_period * $clk_io_pct] -clock clk0 [all_outputs]
File: design.v
module FPGA_model(	i_resetbFPGA,
			i_ready,
			i_mainclk,
			o_resetbAll,
			o_sclk, 
			o_sdout);
parameter gainA1	= 4 ;  
parameter sRESET 	= 0;  
parameter sPROGRAM	= 1;  
parameter sIDLE		= 2;  
input i_resetbFPGA; 		 
input i_ready;			 
input i_mainclk;		 
output reg o_resetbAll;		 
output reg o_sclk;		 
output reg o_sdout;		 
reg [1:0] FPGAstate;          
reg [3:0] count;		      
reg mainclkby2, mainclkby4, mainclkby8, mainclkby16;     
always @ (posedge(i_mainclk) or negedge(i_resetbFPGA))
begin
	if(i_resetbFPGA == 0)
		FPGAstate <= sRESET;
	else
	begin
		case(FPGAstate)
		sRESET: FPGAstate <= sPROGRAM;
		sPROGRAM: 
		begin	
			if(count== 11)
				FPGAstate <= sIDLE;
			else
				FPGAstate <= sPROGRAM;
		end
		sIDLE: FPGAstate <=sIDLE;
		default: FPGAstate <= sIDLE;
		endcase
	end
end
always @(posedge(i_mainclk) or negedge(i_resetbFPGA))
begin
	if(i_resetbFPGA == 0)
		o_resetbAll <= 0;
	else
	begin
		if(FPGAstate == sRESET)
			o_resetbAll <= 0;
		else
			o_resetbAll <= 1;
	end
end
always @ (posedge(i_mainclk) or negedge(i_resetbFPGA))
begin
	if(i_resetbFPGA == 0)
		mainclkby2 <= 0;
	else
		mainclkby2 <= ~mainclkby2;
end
always @ (posedge(mainclkby2) or negedge(i_resetbFPGA))
begin
	if(i_resetbFPGA == 0)
		mainclkby4 <= 0;
	else
		mainclkby4 <= ~mainclkby4;
end
always @(posedge(mainclkby4) or negedge(i_resetbFPGA))
begin
	if(i_resetbFPGA == 0)
		mainclkby8 <= 0;
	else
		mainclkby8 <= ~mainclkby8;
end
always @(posedge(mainclkby8) or negedge(i_resetbFPGA))
begin
	if(i_resetbFPGA == 0)
		mainclkby16 <= 0;
	else
		mainclkby16 <= ~mainclkby16;
end
always	@(posedge(mainclkby16) or negedge(i_resetbFPGA))
begin
	if(i_resetbFPGA == 0)
		count <= 0;
	else
	begin
		if(FPGAstate == sPROGRAM)
		begin
			if(count == 11)
				count <= count;
			else
				count <= count+1;
		end
		else
			count <= count;
	end
end
always @ (posedge(mainclkby16) or negedge(i_resetbFPGA))
begin
	if(i_resetbFPGA == 0)
		o_sclk <= 1;
	else
	begin
		if(FPGAstate == sPROGRAM)
		begin
			if (count >= 1 && count <= 10)
				o_sclk <= ~o_sclk;
			else
				o_sclk <= 1;
		end
		else
			o_sclk <= 1;
	end
end
always @ (negedge(o_sclk) or negedge(i_resetbFPGA))
begin
	if(i_resetbFPGA == 0)
		o_sdout <= 0;
	else
	begin
		if(FPGAstate == sPROGRAM)
		begin
			case(count)
			4'd2: o_sdout <= 0;
			4'd4: o_sdout <= 0;
			4'd6: o_sdout <= gainA1[2];
			4'd8: o_sdout <= gainA1[1];
			4'd10: o_sdout <= gainA1[0];
			default: o_sdout <= o_sdout;
			endcase
		end
		else
			o_sdout <= 0;
	end
end
endmodule
==> flow_summary.ini <==
; synthesis and place-and-route metrics
[status]
status = finished, final reports clean

[critical_path]
max_stage_delay_ns = 0.46
cp_cell_sequence = clkdlybuf4s50_1
critPathRequiredTime_ns = 1.28
crit_fanout = 1
cpMaxStageDelayCell = clkdlybuf4s50_1
end_kind = output pin
critPathTopFamily = buffers and inverters
crit_buf_inv = 1
criticalPathCategory = flip-flop to output pin
worstPathArrival_ns = 1.00
start_kind = flip-flop

[layout]
top_register = count
lay_top_cells = dfrtp_1 (10), inv_1 (7), ha_1 (5)
fillerInstances = 381
area_delta_synth_final_pct = 23.70
largest_register_ffs = 4
lay_top_count = dfrtp_1
logic_area_um2 = 200.2
ff_latch_area_um2 = 327.8
top_regs = count: 4 flops, FPGAstate: 2 flops
drive_gt1_share_pct = 16.67

[clock_tree]
htree_levels = 1
root_buffer = clkbuf_4
clk_latency_ns = 0.24
path_clk_slew_ns = 0.04
clk_path_buf_depth = 2
cts_tree = yes
cts_buffers = 3
ctsHoldBuffers = 0
cts_setup_buffers = 0
cts_resized = 0

[die]
num_rows = 21
dieWidth_um = 80
ios = 6
fp-utilization_pct = 16.23
core_mm2 = 0.003416
dieArea_mm2 = 0.006400
fp.dieH_um = 80

[logic_synthesis]
ys_warn_count = 1
yosysChipArea_um2 = 554.3
ys_seq_share_pct = 59.14
numSynthFlops = 13
netlist_area_um2 = 554.3
syn_avg_cell_area_um2 = 12.32
synth_cell_types = 19
ys_cells = 45
synth_cells = 45

[global_routing]
overflow = 0
grt_max_degree = 10
first_global_vias = 301
grt_pass1_wl_um = 1345
grt.total_usage_pct = 2.628
antenna_found_initial = 0

[detailed_routing]
drc_errors = 0
avgRoutedWirePerCell_um = 7.790
diodes = 0
drt_iter0_drc = 7
drt_wl_total_um = 779
vias = 317
postRouteAntennaNets = 0
vias_per_cell = 3.170
first_pass_iters = 2

[final_timing]
tns_ns = 0
period_used_pct = 82.74
timing.hold.ws_ns = 0.3115
period_minus_slack_ns = 1.324
rsz0062_at_grt = no
drv_slew = 0
untimed_endpoints = 11
hold_violations = 0
setup_violations = 0
skew_ns = 0.006580
fmax_mhz = 755.4
unclocked_regs = 9

[power_and_ir_drop]
power_density_mw_per_mm2 = 376.5
power.leakage_nw = 0.2934
vdd_drop_max_mv = 0.2020

[job]
tool_warnings = 30
cap_violations = 0

[place]
dp.final_hpwl_um = 618.1
gp_congestion = 0.7833
numPortBuffers = 4

[hold_path]
hold_class = input port to asynchronous set/reset pin
-- cell usage after synthesis --
library cell  number  area share [%]
o21ai_2            1             1.6
nand2_1            3             2.0
nand4_1            2             2.3
o21ai_0            2             1.8
dfrtn_1            1             4.5
nand3b_1           2             2.7
a31oi_1            1             1.1
and4bb_2           1             2.3
a21boi_0           1             1.4
nor2b_1            1             1.1
inv_1              7             4.7
nor2_1             1            0.68
ha_1               5              11
conb_1             1            0.68
dfrtp_1           10              45
dfstp_2            2             9.5
xnor2_1            2             3.2
mux2_2             1             2.0
mux2_1             1             2.0
-- metal layers --
metal	routed length, um	GRT usage (%)
met1	406	3.732
met2	297	3.291
met3	67	1.705
met4	8	0.3521
met5	0	0
-- where the power goes --
group          leakage [nW]  total (W)  internal (W)  switching (W)
clock network        0.0150   0.000137     0.0000937      0.0000431
registers             0.159   0.000106      0.000106    0.000000926
logic                 0.119  0.0000149    0.00000659     0.00000827
total                 0.293   0.000258      0.000206      0.0000523
-- per-stage QoR --
step / worst slack, ns / instances / power (W) / utilization, % / area, um^2
2_1_floorplan: 0.9300 / 45 / 0.0001092 / - / 554.3
3_3_place_gp: 0.4999 / 96 / 0.0001231 / 19.30 / 659.4
3_5_place_dp: 0.4998 / 96 / 0.0001235 / 19.30 / 659.4
4_1_cts: 0.2465 / 100 / 0.0002679 / 20.07 / 685.7
5_1_grt: 0.2067 / 100 / 0.0002899 / 20.07 / 685.7
6_report: 0.2761 / 100 / 0.0002582 / 20.07 / 685.7
-- final timing paths --
path,start,end,slack (ns),cells past startpoint
min,i_resetbFPGA,FPGAstate[2],0.31,1
min in group clk0,mainclkby2,mainclkby2,0.41,1
max in group asynchronous,i_resetbFPGA,FPGAstate[0],1.02,1
min reg2reg,mainclkby2,mainclkby2,0.41,1
max reg2reg,FPGAstate[2],FPGAstate[2],0.87,2
max,o_resetbAll,o_resetbAll,0.28,1
-- final cells by class --
class / count / share of cell area, %
well taps: 46 / 8.394
clock buffers: 4 / 3.832
flip-flops and latches: 13 / 47.81
multi-input cells: 25 / 29.20
repair buffers: 5 / 6.934
inverters: 7 / 3.832
-- logic make-up (layout without fill, tap and decap cells) --
| group | after synthesis | after routing | synth area share (%) |
|---|---|---|---|
| AND-OR/OR-AND | 5 | 5 | 5.871 |
| XOR/XNOR | 2 | 2 | 3.161 |
| adder cells (fa/ha/maj) | 5 | 5 | 11.29 |
| buffers and inverters | 7 | 16 | 4.741 |
| flip-flops | 13 | 13 | 59.14 |
| multiplexers | 2 | 2 | 4.063 |
| other | 1 | 1 | 0.6766 |
| AND/OR/NAND/NOR | 10 | 10 | 11.06 |
Power is estimated from default activity; no workload was simulated.
