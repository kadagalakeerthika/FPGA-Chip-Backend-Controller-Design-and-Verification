--- /design/flow/config.mk ---
export PLATFORM = sky130hd
export DESIGN_NAME = backend
export DESIGN_NICKNAME = backend
export VERILOG_FILES = /design/flow/design.v
export SDC_FILE = /design/flow/constraint.sdc
export NUM_CORES = 4
export LEC_CHECK = 1
export CORE_UTILIZATION = 30
--- /design/flow/constraint.sdc ---
current_design backend

set clk_period 5.0
set clk_io_pct 0.2

create_clock -name clk0 -period $clk_period [get_ports {i_clk}]
create_clock -name clk1 -period $clk_period [get_ports {i_sclk}]

set non_clock_inputs [all_inputs -no_clocks]
set_input_delay [expr $clk_period * $clk_io_pct] -clock clk0 $non_clock_inputs
set_output_delay [expr $clk_period * $clk_io_pct] -clock clk0 [all_outputs]
--- /design/flow/design.v ---
module backend( i_resetbAll,
		i_clk,
		i_sclk,
		i_sdin,
		i_RO_clk,
		i_ADCout,
		o_core_clk ,
		o_ready,
		o_resetb_amp,
		o_Ibias_2x,
		o_gain,
		o_enableRO,
		o_resetb_core,
		);
    input i_resetbAll, i_clk, i_sclk, i_sdin, i_RO_clk ;
    input [3:0]i_ADCout ;    
    output reg o_ready, o_Ibias_2x, o_resetb_amp, o_resetb_core, o_enableRO,o_core_clk ;
    output reg [2:0] o_gain;    
    	parameter RESET           = 4'b0000;
	parameter WAIT_SERIAL     = 4'b0001;
	parameter WAIT_5_CYCLES_1 = 4'b0010;
	parameter SET_GAIN        = 4'b0011;
	parameter ENABLE_RO       = 4'b0100;
	parameter RELEASE_RESETS  = 4'b0101;
	parameter WAIT_5_CYCLES_2  = 4'b0110;
	parameter READY 	  = 4'b0111;
    reg [3:0] state, next_state;     
    reg wait_done_1, wait_done_2;     
    integer clk_counter;      
    reg [4:0] shift_reg;  
    reg [2:0] bit_count;  
    reg [6:0] ADCsum;     
    reg [3:0] ADC_history [3:0];  
    reg [3:0] ADCavg;        
    always @(posedge i_clk or negedge i_resetbAll) begin
        if (!i_resetbAll) begin
            state <= RESET;       
        end else begin
            state <= next_state;    
        end
    end
    always @(posedge i_sclk) begin                
	    if (bit_count <= 3'b100)             
            begin
            shift_reg <= {i_sdin, shift_reg[4:1]};  
            bit_count <= bit_count + 3'b001;     
            end
    end
    always @(*) begin
        case (state)
            RESET:
                next_state = i_resetbAll ? WAIT_SERIAL : RESET;       
            WAIT_SERIAL:begin
                next_state = (bit_count == 3'b101) ? SET_GAIN : WAIT_SERIAL;
            end
            SET_GAIN:
                next_state = ENABLE_RO;       
            ENABLE_RO:
                next_state = WAIT_5_CYCLES_1;   
            WAIT_5_CYCLES_1:
                next_state = (wait_done_1) ? RELEASE_RESETS : WAIT_5_CYCLES_1;  
            RELEASE_RESETS:
                next_state = WAIT_5_CYCLES_2;   
            WAIT_5_CYCLES_2:
                next_state = (wait_done_2) ? READY : WAIT_5_CYCLES_2;   
            READY:
                next_state = READY;   
            default:
                next_state = RESET;    
        endcase
    end
    always @(posedge i_clk) begin
        case (state)
            RESET: 
                begin
                o_ready <= 0;
                o_resetb_amp <= 0;
                o_resetb_core <= 0;
                o_gain <= 3'b000;
		count <= 2'b00;
                o_enableRO <= 0;
                o_Ibias_2x <= 0;
                o_core_clk <= 0;
		divided_clk <= 0;
                clk_counter <= 0;
                bit_count <= 0;
                wait_done_1 <= 0;
                wait_done_2 <= 0;
		shift_reg <= 5'b0;
		ADCavg <= 0;
                end
            WAIT_SERIAL: 
                begin
                	o_ready        <= o_ready;
    			o_resetb_amp   <= o_resetb_amp;
    			o_resetb_core  <= o_resetb_core;
    			o_gain         <= o_gain;
    			o_enableRO     <= o_enableRO;
    			o_Ibias_2x     <= o_Ibias_2x;
                end
            SET_GAIN: begin
                o_gain <= {shift_reg[2], shift_reg[3], shift_reg[4]};
		bit_count <= 3'b000;
            end
            ENABLE_RO: begin
                o_enableRO <= 1;  
            end
            WAIT_5_CYCLES_1: begin
                clk_counter <= clk_counter + 1;
                if (clk_counter == 2) begin    
                    wait_done_1 <= 1'b1;
                    clk_counter <= 0;    
            	end
            end
            RELEASE_RESETS: begin
                o_resetb_amp <= 1;
                o_resetb_core <= 1;
            end
            WAIT_5_CYCLES_2: begin
                clk_counter <= clk_counter + 1;    
                if (clk_counter == 3) begin
                    wait_done_2 <= 1'b1;
                    clk_counter <= 0;
                end
            end
            READY: begin
                o_ready <= 1;
            end
        endcase
    end
    always @(posedge i_clk or negedge i_resetbAll) begin
	if (!i_resetbAll) begin
	     ADCavg <= 0;
	     ADC_history[3] <= 0;
             ADC_history[2] <= 0;
             ADC_history[1] <= 0;
             ADC_history[0] <= 0;
	     ADCsum <= 0;
        end else begin	
	     ADC_history[3] <= ADC_history[2];
             ADC_history[2] <= ADC_history[1];
             ADC_history[1] <= ADC_history[0];
             ADC_history[0] <= i_ADCout;     
             ADCsum <= ADC_history[0] + ADC_history[1] + ADC_history[2] + ADC_history[3];    
             ADCavg <= ADCsum >> 2;   
        end
    end
    reg [1:0] count = 2'b00;   
    reg divided_clk = 0;       
    reg select = 1'b0;     
    always @(posedge i_clk or negedge i_resetbAll) begin
	if(!i_resetbAll) begin
            count <= 0;
	end else begin
		count <= count + 1;    
        	if (count == 2'b01) begin  
           		divided_clk <= ~divided_clk;
	    	count <= 2'b00;
		end
	end
    end
    always @(posedge i_clk or negedge i_resetbAll) begin
        if (!i_resetbAll) begin
            o_Ibias_2x <= 0;
            select <= 1'b0;  
        end else begin
            if (ADCavg > 4'b1100) begin
                o_Ibias_2x <= 1;
                select <= 1'b1;   
            end else begin
                o_Ibias_2x <= 0;
                select <= 1'b0;   
            end
        end
    end
    always @(*) begin
        if (select && i_resetbAll) 
            o_core_clk = divided_clk;   
        else if (i_resetbAll)
            o_core_clk = i_clk;           
	else
	    o_core_clk <= 0;    
    end
endmodule
--- /design/flow/run.sh ---
#!/bin/bash
# OpenROAD 26Q1-2900-gdf79404cd8, Yosys 0.63+post, stock flow scripts
make -C /OpenROAD-flow-scripts/flow DESIGN_CONFIG=/design/flow/config.mk WORK_HOME=/design/flow/orfs finish
==> results.yml <==
# implementation run metrics
global_route:
  overflow: 0
  grt_max_degree: 33
  grt_pass1_vias: 1681
  grt_first_pass_wirelength_um: 8217
  grt_usage_pct: 12.42
  antenna_found_initial: 0
critical_path:
  endpoint_kind: "flip-flop"
  crit_slowest_cell: "o31ai_4"
  max_stage_delay_ns: 0.65
  critPathMaxFanout: 19
  r2r_start: "clk_counter[3]$_DFFE_PP_"
  startpoint: "clk_counter[3]$_DFFE_PP_"
  crit_path_start_kind: "flip-flop"
  worstSetupPathType: "reg2reg"
  cp_cell_sequence: "nor4_1 > nand4_1 > o31ai_4 > buf_4 > a22oi_1"
  crit_arrival_ns: 2.63
  worstPathRequired_ns: 5.03
layout:
  logic_area_um2: 1100
  final_cell_mix: "edfxtp_1, a21oi_1, o31ai_1, a22oi_1"
  final_common_cell: "edfxtp_1"
  drive_gt1_share_pct: 14.86
  area_delta_synth_final_pct: 10.00
  fillers: 747
  register_area_um2: 1207
sta:
  grt_setup_unrepaired: "no"
  worstMarginPinSlew_ns: 0.5960
  maxSlewHeadroom_pct: 60.26
  setup-violations-final: 0
  final-max-slew-violation-count: 0
  hold_viol: 0
  fin_setup_tns_ns: 0
  clock_skew_ns: 0.006041
synthesis:
  synth-warning-count: 27
  top_cells_by_area: "edfxtp_1, o31ai_1, dfrtp_1"
  synthArstFlopShare_pct: 12.20
  ys_seq_share_pct: 50.26
  top_cell_area_share_pct: 45.00
  edf_count: 36
  flop_cell: "edfxtp_1"
  syn_area_per_cell_um2: 10.87
  synth_stat.cells: 221
  ys_area_um2: 2402
  yosys.area.top_type: "edfxtp_1"
  syn_area_um2: 2402
  numSynthFlops: 41
  yosysUniqueCellTypes: 35
  synthCells: 221
place:
  place_hpwl_um: 2864
  port_buffers: 4
  routabilityCongestion: 0.7985
drt:
  dr.max_layer_used: "met4"
  ant_nets: 0
  insertedDiodeCount: 0
  vias_per_cell: 5.290
  totalWireLength_um: 4670
  wl_per_cell_um: 14.41
  drc: 0
  vias: 1714
  met1_length_um: 2460
  wl_met3_um: 89
  dr_wl_met2_um: 2112
  drtPass1Iterations: 4
  drt_iter0_drc: 137
die:
  die_x_um: 91.49
  die_h_um: 91.49
  io_pins: 18
  fp.dieArea_um2: 8370
  coreArea_um2: 7727
  fp_util_pct: 31.09
  num_rows: 32
outcome:
  outcome: "completed"
power_and_ir_drop:
  p_per_area_nw_per_um2: 241.9
  ir_worst_vdd_uv: 114.1
  p_total_uw: 639.1
  leakagePower_uw: 0.0009130
clock_network:
  clock_sinks: 41
  clk_pin_slew_ns: 0.09
  hold_buffers: 0
  cts_tree: "done"
  post_cts_buffers: 0
  cts_buffers: 5
  ctsResizeCount: 0
  cts_buffer_depth: 2
  clk_root_buffer_cell: "clkbuf_8"
  htreeDepth: 2
min_path:
  worstHoldStart: "wait_done_1$_DFFE_PP_"
  min_path_type: "reg2reg"
flow_run:
  warnings: 34
  cap_viol_max_count: 0
synth_stat cells, types with 3 or more instances:
cell type	count
nor3_1	3
nor2_1	4
nand3_1	10
nor4_1	11
nor2b_1	4
a22oi_2	4
or4_1	10
nand2_1	11
buf_2	5
or2_2	4
buf_4	7
dfrtp_1	4
a22oi_1	13
xnor2_1	11
nand4_1	6
inv_1	8
o21ai_0	3
edfxtp_1	36
or4_4	6
clkbuf_1	6
a21oi_1	15
o31ai_1	16
or3_1	6
worst max-delay path: cells and delay by family, from the launching register on:
| kind | cells | cell delay (ns) |
|---|---|---|
| and+or+nand+nor | 2 | 0.68 |
| AOI/OAI and AO/OA | 2 | 0.78 |
| DFF | 1 | 0.50 |
| buffers and inverters | 1 | 0.37 |
flip-flops by register name (all words and copies together), names as in the netlist:
| register | flops |
|---|---|
| wait_done_2 | 1 |
| wait_done_1 | 1 |
| o_ready | 1 |
| o_resetb_core | 1 |
| state | 5 |
| clk_counter | 32 |
per-stage QoR:
stage	hold slack, ns	area, um^2	cells	setup WS (ns)	util, %
global placement	0.4010	2527	316	2.351	32.71
floorplan	0.3962	2421	226	2.886	-
global route	0.4456	2643	324	2.154	34.20
detailed placement	0.4111	2527	316	2.386	32.71
finish	0.4192	2643	324	2.391	34.20
CTS	0.4204	2643	324	2.361	34.20
layer usage:
layer | vias up | GRT usage, %
met3 | 2 | 1.871
li1 | 863 | -
met4 | 0 | 1.190
met2 | 16 | 18.48
met1 | 833 | 20.66
met5 | - | 0
cell type report:
class,instances,area share [%]
Clock buffer,5,2.604
Clock inverter,3,1.752
Inverter,8,1.136
Multi-Input combinational cell,158,41.62
Sequential cell,41,45.69
Tap cell,102,4.830
Timing Repair Buffer,7,2.367
where the power goes:
part	switching [uW]	leakage (uW)	internal [uW]
clock	121	0.0000543	149
sequential	0	0.000314	367
combinational	0.872	0.000545	0.695
total	122	0.000913	517
kinds of logic after synthesis:
| kind of cell | Yosys count | share of synthesized area [%] |
|---|---|---|
| AND/OR/NAND/NOR | 82 | 21.67 |
| AND-OR/OR-AND | 55 | 16.25 |
| XOR/XNOR | 13 | 4.740 |
| adder cells (fa/ha/maj) | 2 | 1.042 |
| other | 1 | 0.1561 |
| buffers and inverters | 27 | 5.885 |
| flip-flops | 41 | 50.26 |
final timing paths:
check | depth (start not counted) | slack [ns] | end
max in group asynchronous | 1 | 3.82 | state[0]$_DFF_PN1_
setup / recovery | 5 | 2.39 | clk_counter[15]$_DFFE_PP_
setup reg to reg | 5 | 2.39 | clk_counter[15]$_DFFE_PP_
hold reg to reg | 1 | 0.42 | state[2]$_DFF_PN0_
min in group asynchronous | 1 | 0.92 | state[5]$_DFF_PN0_
hold / removal | 1 | 0.42 | state[2]$_DFF_PN0_
Power and IR drop assume default switching activity.
